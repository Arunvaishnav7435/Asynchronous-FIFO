==> design.v <==
module RAM #(parameter width = 8, parameter depth = 16)(
	output [width-1:0] rdata,
  	input [width-1:0] wdata,
  	input [$clog2(depth)-1:0] waddr, raddr, 
	input wen,
	wclk,
	full);
  reg [width-1:0] mem [0:depth-1];  
  assign rdata = mem[raddr]; 
  always@(posedge wclk)
    if(wen & !full)			 
      mem[waddr] <= wdata;
endmodule
module async_fifo #(parameter width = 8, parameter depth = 16)	(output [width-1:0] rdata,
	output reg empty, full,
	input wclk, rclk,
	input ren, wen,
  	input wrst_n, rrst_n,
  input [width-1:0] wdata);
  wire [$clog2(depth)-1: 0] waddr, raddr;
  wire [$clog2(depth): 0] wptr, rptr;
  wire [$clog2(depth): 0] wclk_rptr, rclk_wptr;
  RAM #(width, depth) memory(rdata, wdata, waddr, raddr, wen, wclk, full);
  ptr_counter #($clog2(depth)) write_ptr_gen(waddr, wptr, wen, full, wclk, wrst_n);
  ptr_counter #($clog2(depth)) read_ptr_gen(raddr, rptr, ren, empty, rclk, rrst_n);
  sync #($clog2(depth)) read_2_write(wclk_rptr, rptr, wclk, wrst_n);
  sync #($clog2(depth)) write_2_read(rclk_wptr, wptr, rclk, rrst_n);
  always@(posedge wclk or negedge wrst_n)
    begin
      if(!wrst_n)
        full <= 0;
      else
        full <= (wclk_rptr[$clog2(depth)] != rclk_wptr[$clog2(depth)]) && (wclk_rptr[$clog2(depth)-1:0] == rclk_wptr[$clog2(depth)-1:0]);
    end
  always@(posedge rclk or negedge rrst_n)
    begin
      if(!rrst_n)
        empty <= 1;
      else
        empty <= (wclk_rptr == rclk_wptr);
    end
endmodule
module ptr_counter #(parameter ADDRSIZE = 4)(
  output [ADDRSIZE-1:0] addr, 
  output reg [ADDRSIZE:0] ptr,
	input en, control_n, clk, rstn);
  wire [ADDRSIZE:0] next_addr;
  wire [ADDRSIZE:0] next_ptr;
  reg [ADDRSIZE:0] binary;
  always@(posedge clk or negedge rstn) 
    begin
      if(!rstn)
      {binary, ptr} <= 0;
      else
      {binary, ptr} <= {next_addr, next_ptr}; 
    end
  assign addr = binary[ADDRSIZE-1:0]; 
  assign next_addr = binary + (en & !control_n); 
  assign next_ptr = (ptr>>1) ^ ptr;  
endmodule
module sync #(parameter ADDRSIZE = 4)(
  output reg [ADDRSIZE:0] clk_ptr, 
  input [ADDRSIZE:0] ptr, 
  input clk, rst_n);
  reg [ADDRSIZE:0] med_ptr;  
  always@(posedge clk or negedge rst_n)
    begin
      if(!rst_n)
      	{med_ptr, clk_ptr} <=0; 
      else
      begin
        med_ptr <= ptr;  
        clk_ptr <= med_ptr;  
      end
    end
endmodule
==> run.sh <==
#!/bin/bash
# OpenROAD 26Q1-2900-gdf79404cd8, Yosys 0.63+post, stock flow scripts
make -C /OpenROAD-flow-scripts/flow DESIGN_CONFIG=/design/flow/config.mk WORK_HOME=/design/flow/orfs finish
==> config.mk <==
export PLATFORM = sky130hd
export DESIGN_NAME = async_fifo
export DESIGN_NICKNAME = async_fifo
export VERILOG_FILES = /design/flow/design.v
export SDC_FILE = /design/flow/constraint.sdc
export NUM_CORES = 4
export LEC_CHECK = 1
export CORE_AREA = 10 10 70 70
export DIE_AREA = 0 0 80 80
==> constraint.sdc <==
current_design async_fifo

set clk_period 2.2
set clk_io_pct 0.2

create_clock -name clk0 -period $clk_period [get_ports {rclk}]
create_clock -name clk1 -period $clk_period [get_ports {wclk}]

set non_clock_inputs [all_inputs -no_clocks]
set_input_delay [expr $clk_period * $clk_io_pct] -clock clk0 $non_clock_inputs
set_output_delay [expr $clk_period * $clk_io_pct] -clock clk0 [all_outputs]
==> changes_impl.md <==
### Implementation results

* Status: finished, final reports clean
* Critical path data arrival time at 1.05 ns
* Tally of filler cells in the layout at 373
* Post-route cell area at 672 µm²
* Critical path class: register to output port
* Vias at 229
* TritonCTS clock tree: built
* Final tally of max-slew violations at 0
* Horizontal die dimension at 80 µm
* Total number of H-tree levels at 1
* Final Routed Wirelength at 840 µm
* Total congestion overflow at 0
* Destination of the worst register-to-register timing path: memory.mem[0][2]
* Remaining DRCs at 0
* Static power due to leakage at 0.240 nW
* First-iteration detailed-routing DRC count at 3
* Number of clock buffers inserted by TritonCTS at 3
* Worst reg2reg setup slack at 0.84 ns
* Maximum number of pins on one net before global-route repair at 9
* Setup Viol. Count Final at 0
* Sequential area share after synthesis at 80.5%
* Number of buffers and inverters on the critical path at 1
* Wire length of the first global-routing pass at 1230 µm
* Number of cells on the worst reg-to-reg path at 2
* Synthesized netlist cell count at 23
* Count of hold buffers inserted by post-cts repair at 0
* Yosys stat cell total at 23
* Pre-placement core utilization at 12.4%
* Core box area at 3420 µm²
* Final weighted congestion of routability-driven global placement at 0.656
* Vias per std cell at 2.57
* Post-Place Cell Area at 646 µm²
* Total power draw at 0.554 mW
* Peak supply drop at 0.499 mV
* Worst-path cell with the longest stage delay: sky130_fd_sc_hd__clkdlybuf4s50_1
* Register bit count reported by yosys at 12
* Antenna viol nets, final at 0
* Avg Inst Size Synth at 18.4 µm²
* Setup TNS at 0 ns
* Chip Area, Yosys at 423 µm²
* Psw at 0.130 mW
* Clock slew seen by the registers of the worst setup and hold paths at 0.07 ns
* Number of warning messages in the logs at 29
* Chip Height at 80 µm
* Fin. Hold Viols at 0
* Internal power at 0.425 mW
* Clock tree sinks at 12
* Wirelength per Cell at 9.44 µm
* CP startpoint kind: register
* Post-synth area hogs: sky130_fd_sc_hd__edfxtp_1 (57%), sky130_fd_sc_hd__dfrtp_1 (24%), sky130_fd_sc_hd__ha_1 (5.9%)
* Initial DRT Pass Iterations at 2
* Die area at 6400 µm²
* Category of the worst setup path capture point: output port
* Share of layout cells above drive strength 1 at 6.98%
* Delay contributed by the slowest stage of the critical path at 0.46 ns
* Overall fraction of global-route tracks in use at 2.56%
* Vias in the first global route at 282
* Multi-input logic area at 67.6 µm²
* Biggest area consumer among synthesized cells: sky130_fd_sc_hd__edfxtp_1
* Worst reg2reg startpoint: write_ptr_gen.binary[1]
* Number of antenna violations at the first check in global routing at 0
* Number of maximum-capacitance violations at 0
* Clk pwr share at 23.7%
* Sequential cell area at 340 µm²
* Number of buffers on the longest clock path at 2
* I/O pin cnt at 24
* Fin Clk Skew at 0.00130 ns
* Count of cell types in the netlist at 10
* Count of antenna diodes in the layout at 0
* Unrepaired setup endpoints after global routing: false
* Seq pwr share at 59.3%
* Row Count at 21
* Crit-path cells: clkdlybuf4s50_1
* CP required at 1.76 ns
* Setup fix buffers added after clock tree synthesis at 0
* Layout area overhead at 58.9%
* Most numerous logic cell after layout: sky130_fd_sc_hd__clkdlybuf4s50_1
* Half-perimeter wire length after placement at 749 µm
* Hold slack final at 0.368 ns
* Combinational share of power at 17.0%
* Switch share at 23.4%
* Post-Syn Area at 423 µm²
* Count of buffers from port buffering at 18
* Top logic cells by instance count in the layout: sky130_fd_sc_hd__clkdlybuf4s50_1 (18), sky130_fd_sc_hd__edfxtp_1 (8), sky130_fd_sc_hd__dfrtp_1 (4)
* Root Driver: sky130_fd_sc_hd__clkbuf_4
* Cell resize tally after clock tree synthesis at 0
* Top-area cell share at 56.8%
* Power per unit of standard cell area at 825 nW/µm²
* Delay-heaviest family, CP: buffers and inverters
* Count of yosys warnings during synthesis at 4
* Highest fanout seen on the critical path at 1
* Tightest Hold Check Type: primary input to asynchronous set/reset pin
* Finished Core Util at 19.7%
## sequential cells by signal, summed over array words and instances, names as in the netlist
name / flops
memory.mem: 8
write_ptr_gen.binary: 4
## metrics by stage
stage | setup WS (ns) | instances
floorplan | 0.962 | 23
finish | 0.711 | 89
global route | 0.647 | 89
CTS | 0.685 | 89
detailed placement | 0.576 | 85
global placement | 0.600 | 85
## final cells by class
type	count	area share, %
Clock inverter	1	0.559
Multi-Input combinational cell	9	10.1
Sequential cell	12	50.7
Timing Repair Buffer	18	26.8
Tap cell	46	8.57
Clock buffer	3	3.35
## routing by layer
layer,wire length [µm],vias to the layer above,GRT usage [%]
li1,-,116,-
met1,322,98,2.08
met2,426,13,4.98
met3,86,2,1.59
met4,5,0,0.528
met5,0,-,0
## cells by family after synthesis
| family | synth area share [%] |
|---|---|
| adders and majority gates | 5.92 |
| other | 1.78 |
| xor gates and xnor gates | 4.14 |
| DFF | 80.5 |
| buffers and inverters | 3.55 |
| and+or+nand+nor | 4.14 |
## power groups by stage
stage / Sequential [mW] / Combinational (mW) / Clock, mW
5_1_grt: 0.336 / 0.110 / 0.151
4_1_cts: 0.328 / 0.0983 / 0.140
6_report: 0.329 / 0.0942 / 0.131
## worst max-delay path by stage
stage	depth (start not counted)	start	to	slack, ns
after CTS	1	memory.mem[0][1]	rdata[1]	0.69
after global routing	1	memory.mem[0][3]	rdata[3]	0.65
final	1	memory.mem[0][1]	rdata[1]	0.71
## cells in the mapped netlist
library cell,count
sky130_fd_sc_hd__and2_1,1
sky130_fd_sc_hd__buf_4,2
sky130_fd_sc_hd__conb_1,2
sky130_fd_sc_hd__dfrtp_1,4
sky130_fd_sc_hd__edfxtp_1,8
sky130_fd_sc_hd__ha_1,2
sky130_fd_sc_hd__nand3_1,1
sky130_fd_sc_hd__nor4_1,1
sky130_fd_sc_hd__xnor2_1,1
sky130_fd_sc_hd__xor2_1,1
Power and IR drop assume default switching activity.
